**/design/flow/run.sh**
```bash
#!/bin/bash
# OpenROAD 26Q1-2900-gdf79404cd8, Yosys 0.63+post, stock flow scripts
make -C /OpenROAD-flow-scripts/flow DESIGN_CONFIG=/design/flow/config.mk WORK_HOME=/design/flow/orfs finish
```
**/design/flow/config.mk**
```make
export PLATFORM = sky130hd
export DESIGN_NAME = s_ram
export DESIGN_NICKNAME = s_ram
export VERILOG_FILES = /design/flow/design.v
export SDC_FILE = /design/flow/constraint.sdc
export NUM_CORES = 4
export LEC_CHECK = 1
export CORE_UTILIZATION = 40
```
**/design/flow/constraint.sdc**
```tcl
current_design s_ram

set clk_period 11.7
set clk_io_pct 0.2

create_clock -name clk0 -period $clk_period [get_ports {clk}]

set non_clock_inputs [all_inputs -no_clocks]
set_input_delay [expr $clk_period * $clk_io_pct] -clock clk0 $non_clock_inputs
set_output_delay [expr $clk_period * $clk_io_pct] -clock clk0 [all_outputs]
```
**/design/flow/design.v**
```verilog
`timescale 1ns / 1ps
module s_ram #(parameter datawidth=8,addresswidth=8)(
   input clk,rst,we,
   input [datawidth-1:0]data_in,
   input [addresswidth-1:0]addr,
   output reg [datawidth-1:0]data_out
    );
    reg [datawidth-1:0]simple_ram[0:2**addresswidth-1];
    always@(posedge clk) begin 
    if(rst) 
     data_out<=0;
    else begin 
    if(we) 
     simple_ram[addr]<=data_in;
    else
     data_out<=simple_ram[addr];
     end 
     end
endmodule
```
==> CHANGELOG.md <==
### Physical design

- Result of the run: finished, final reports clean
- I/O pin cnt: 27
- Sum of negative setup slack: 0 ns
- Clock transition time at the flip-flop clock pins of the worst setup and hold paths: around 0.06 ns
- Power per cell area: 167 nW/um^2
- Initial antenna violation count: 8
- Total number of vias: 38.8k
- Pre-placement core utilization: between 40% and 50%
- Post-Route WL: around 210000 um
- Lkg Pwr: 28.5 nW
- Fraction of power consumed by combinational cells: 4.9%
- H-tree lvl count: 4
- Number of OpenROAD warnings: 29
- Terminus of the critical flop-to-flop path: data_out[2]$_SDFFE_PP0N_
- Flop2flop setup slack: a little under 9 ns
- Post-synth area from yosys stat: 79900 um^2
- Horizontal die size: 449 um
- Most frequent logic cells in the routed design: 2048 x sky130_fd_sc_hd__edfxtp_1, 510 x sky130_fd_sc_hd__mux4_2, 270 x sky130_fd_sc_hd__nor2_1, 264 x sky130_fd_sc_hd__buf_4, 206 x sky130_fd_sc_hd__clkbuf_16
- Number of rows created at floorplan: between 150 and 200
- Yosys warnings: 1
- CP endpoint kind: flop
- Count of instantiated cells in the yosys netlist: roughly 3.7k
- CTS tree: yes
- Internal Pwr Total: 12.0 mW
- Most frequently used flop master after synthesis: sky130_fd_sc_hd__edfxtp_1
- Antenna Violating Nets Remaining: 0
- Wire length per cell: just over 30 um
- Launch point of the critical path: addr[0]
- RSZ-0062 raised after global routing: false
- Switch share: between 20 and 25%
- Max-slew headroom at the worst pin: between 20% and 30%
- DR iter-0 viols: ~2.6k
- Synthesized area per cell: roughly 21 um^2
- Period minus WS final: around 6.0 ns
- Final Hold Violation Tally: 0
- Worst path cell trace: buf_8, buf_12, buf_4, buf_12, mux4_2, mux4_2, nand2_1, a21oi_1, a31oi_1, a21oi_1, o31a_1
- Classification of the worst setup path: input port to flop
- Worst IR drop on VDD: around 130 uV
- Maximum number of pins on one net before global-route repair: 137
- Post-Route Utilization: ~46%
- Proportion of power drawn by flip-flops and latches: roughly 53%
- Late-Pin Clk Latency: 0.86 ns
- Worst slew pin tran: roughly 1.1 ns
- Overall track demand over capacity in global routing: about 23%
- Core area: approximately 200000 um^2
- Clock buffer depth: 3
- DRC violation count after routing: 0
- Via density: 5.69
- Startpoint of the most critical register-to-register path: simple_ram[122][2]$_DFFE_PP_
- Register share after synthesis: approximately 77%
- Critical-path cell with the highest stage delay: sky130_fd_sc_hd__buf_4
- Psw: ~3.3 mW
- Largest stage delay on the critical path: 0.69 ns
- Register bit count reported by yosys: slightly above 2k
- Port-buffer cells: 26
- Cell variety after synth: just under 50
- Hpwl dp: between 100000 and 150000 um
- Max Slew Vio Count: 0
- Post-CTS repair timing setup buffer count: 0
- Gr ovfl total: 0
- Post-place instance area: 84500 um^2
- Number of hold buffers added after CTS: 0
- Iteration tally of the first detailed-router pass: 7
- Vertical die size: roughly 450 um
- Clock skew: about 0.05 ns
- Chip area: just over 200000 um^2
- Worst-path maximum fanout: slightly above 70
- Hold WC Path Type: flop to flop
- Fraction of power consumed by the clock network: between 40% and 50%
- First-pass GRT wire length: ~300000 um
- RePlAce Congestion: between 0.9 and 1
- R2R depth: 5
- Arrival time at the worst endpoint: about 6.7 ns
- Clock root buffer: sky130_fd_sc_hd__clkbuf_16
- Relative area change from synthesis to final layout: 13.9%
- Total number of clock tree sinks: just over 2k
- Number of enable-type register cells in the synthesized netlist: about 2.0k
- Destination of the critical timing path: data_out[3]$_SDFFE_PP0N_
- Post-synthesis instance area: between 70000 and 80000 um^2
- Number of max-capacitance violations reported: 0
- Gate Count Post-Synth: around 3.7k
- Most frequent logic cell in the layout: sky130_fd_sc_hd__edfxtp_1
- Quantity of gates resized following cts: 0
- Fraction of layout cells with a size suffix above 1: between 20% and 30%
- Ys async rst share: 0%
- Period Utilization, post-route: 51.3%
- Crit start category: input port
- Final count of negative-setup-slack endpoints: 0
- Finished layout cell area: between 90000 and 100000 um^2
- Number of buffers created by CTS: 203
- Data required time at the worst endpoint: 12.42 ns
- Number of global-route vias before repair: between 40k and 50k
- Fmax: 167 MHz
cell type report:
class	instances	area, um^2
fillers	16300	107000
flip-flops and latches	2056	61700
repair buffers	295	2390
inverters	12	50.0
clock inverters	128	1200
clock buffers	253	5350
multi-input cells	1438	17000
diodes	4	10.0
well taps	2640	3300
power by group through the flow:
| stage | logic, mW | registers (mW) | clock network [mW] |
|---|---|---|---|
| 5_1_grt | 0.790 | 8.11 | 6.75 |
| 6_report | 0.741 | 8.12 | 6.38 |
| 4_1_cts | 0.749 | 8.12 | 6.49 |
worst min-delay path by stage:
stage | slack, ns | to | cells after the start | startpoint
4_1_cts | 0.65 | data_out[0]$_SDFFE_PP0N_ | 3 | data_out[0]$_SDFFE_PP0N_
5_1_grt | 0.66 | data_out[0]$_SDFFE_PP0N_ | 3 | data_out[0]$_SDFFE_PP0N_
6_report | 0.64 | data_out[0]$_SDFFE_PP0N_ | 3 | data_out[0]$_SDFFE_PP0N_
state kept, by name (all words and copies together), names as in the netlist:
signal and count:
simple_ram 2048, data_out 8
critical path: cells and delay by family:
family          cells  cell delay [ns]
buf+inv             4             1.98
simple gates        1             0.14
mux                 2             1.11
compound gates      4             0.90
metrics by stage:
stage | total power, mW | hold slack (ns) | setup WS (ns) | cells
after floorplan | 8.66 | 0.470 | 6.84 | 3736
after global placement | 9.02 | 0.643 | 4.72 | 6441
after detailed placement | 9.02 | 0.637 | 4.76 | 6441
after CTS | 15.4 | 0.654 | 5.65 | 6822
after global routing | 15.7 | 0.658 | 5.44 | 6822
final | 15.2 | 0.636 | 5.69 | 6826
synthesized netlist by cell type, drive strengths merged (8+ instances only):
cell | instances | share of area (%)
edfxtp | 2048 | 77
a211oi | 9 | 0.085
nor4 | 15 | 0.12
nand3 | 34 | 0.21
a21oi | 34 | 0.21
a221oi | 15 | 0.16
a32oi | 20 | 0.22
nor2 | 271 | 1.3
mux4 | 510 | 14
and2 | 8 | 0.063
buf | 139 | 1.0
a22oi | 29 | 0.27
o22ai | 26 | 0.20
inv | 12 | 0.056
a22o | 11 | 0.12
nor2b | 15 | 0.12
dfxtp | 8 | 0.20
o221ai | 8 | 0.088
clkbuf | 91 | 0.43
nor3 | 44 | 0.28
o21ai | 28 | 0.18
mux2i | 163 | 2.0
nand2 | 135 | 0.63
cells by family (layout without fill, tap and decap cells):
family                 Yosys count  count (layout)  synth area share, %
other                            0               4                    0
and+or+nand+nor                548             548                 2.90
muxes                          680             680                 16.5
AOI/OAI and AO/OA              210             210                 1.86
buffers and inverters          242             688                 1.53
DFF                           2056            2056                 77.2
metal layers:
layer | vias to the layer above | GRT usage, % | wire (um)
li1 | 16100 | - | -
met1 | 19800 | 28.4 | 68300
met2 | 2466 | 33.4 | 98300
met3 | 402 | 17.4 | 34900
met4 | 14 | 6.69 | 7960
met5 | - | 0.616 | 309
Power and IR drop assume default switching activity.
